$ cat config.mk
export PLATFORM = sky130hd
export DESIGN_NAME = BranchUnit
export DESIGN_NICKNAME = BranchUnit
export VERILOG_FILES = /design/flow/design.v
export SDC_FILE = /design/flow/constraint.sdc
export NUM_CORES = 4
export LEC_CHECK = 1
export CORE_AREA = 10 10 103 103
export DIE_AREA = 0 0 113 113
$ cat constraint.sdc
current_design BranchUnit

set clk_period 8.7
set clk_io_pct 0.2

create_clock -name clk0 -period $clk_period

set non_clock_inputs [all_inputs -no_clocks]
set_input_delay [expr $clk_period * $clk_io_pct] -clock clk0 $non_clock_inputs
set_output_delay [expr $clk_period * $clk_io_pct] -clock clk0 [all_outputs]
$ cat design.v
package Pipe_Buf_Reg_PKG;
  typedef struct packed {
    logic [8:0]  Curr_Pc;
    logic [31:0] Curr_Instr;
  } if_id_reg;
  typedef struct packed {
    logic        ALUSrc;
    logic        MemtoReg;
    logic        RegWrite;
    logic        RWSel;
    logic        MemRead;
    logic        MemWrite;
    logic [1:0]  ALUOp;
    logic        Branch;
    logic        Jalr;
    logic [8:0]  Curr_Pc;
    logic [31:0] RD_One;
    logic [31:0] RD_Two;
    logic [4:0]  RS_One;
    logic [4:0]  RS_Two;
    logic [4:0]  rd;
    logic [31:0] ImmG;
    logic [2:0]  func3;
    logic [6:0]  func7;
    logic [31:0] Curr_Instr;
  } id_ex_reg;
  typedef struct packed {
    logic        RegWrite;
    logic        RWSel;
    logic        MemtoReg;
    logic        MemRead;
    logic        MemWrite;
    logic [31:0] Pc_Imm;
    logic [31:0] Pc_Four;
    logic [31:0] Imm_Out;
    logic [31:0] Alu_Result;
    logic [31:0] RD_Two;
    logic [4:0]  rd;
    logic [2:0]  func3;
    logic [6:0]  func7;
    logic [31:0] Curr_Instr;
  } ex_mem_reg;
  typedef struct packed {
    logic        RegWrite;
    logic        RWSel;
    logic        MemtoReg;
    logic [31:0] Pc_Imm;
    logic [31:0] Pc_Four;
    logic [31:0] Imm_Out;
    logic [31:0] Alu_Result;
    logic [31:0] MemReadData;
    logic [4:0]  rd;
    logic [31:0] Curr_Instr;
  } mem_wb_reg;
endpackage
`timescale 1ns / 1ps
module BranchUnit #(
    parameter PC_W = 9
) (
    input logic [PC_W-1:0] Cur_PC,
    input logic [31:0] Imm,
    input logic Branch, Jalr,
    input logic [31:0] AluResult,
    output logic [31:0] PC_Imm,
    output logic [31:0] PC_Four,
    output logic [31:0] BrPC,
    output logic PcSel
);
  logic Branch_Sel;
  logic [31:0] PC_Full;
  assign PC_Full = {23'b0, Cur_PC};
  assign PC_Imm = PC_Full + Imm;
  assign PC_Four = PC_Full + 32'b100;
  assign Branch_Sel = (Branch && AluResult[0]);   
  assign BrPC = (Branch_Sel) ? PC_Imm : (Jalr) ? AluResult : 32'b0;   
  assign PcSel = (Branch_Sel || Jalr);   
endmodule
$ cat run.sh
#!/bin/bash
# OpenROAD 26Q1-2900-gdf79404cd8, Yosys 0.63+post, stock flow scripts
make -C /OpenROAD-flow-scripts/flow DESIGN_CONFIG=/design/flow/config.mk WORK_HOME=/design/flow/orfs finish
==> impl_metrics.env <==
# physical design summary
export IMPL_yosys_area_mm2=0.00227
export IMPL_power_per_cell_area_mw_per_mm2=53.3
export IMPL_synth_warnings=0
export IMPL_drt_initial_drc_count=152
export IMPL_synth_top_area_share=0.0828
export IMPL_rsz0062_at_grt="false"
export IMPL_fin_ws_ps=2320
export IMPL_routed_wirelength_um=9890
export IMPL_num_rows=33
export IMPL_fp_dieH_um=113
export IMPL_count_of_boundary_i_o_pins=172
export IMPL_min_from="Cur_PC[0]"
export IMPL_syn_cell_area_mm2=0.00227
export IMPL_place_hpwl_um=7870
export IMPL_antenna_found_initial=0
export IMPL_comb_power_share=1.000
export IMPL_cell_internal_power_uw=118
export IMPL_synthTopCellsByArea="sky130_fd_sc_hd__buf_4, sky130_fd_sc_hd__xor2_1, sky130_fd_sc_hd__nand3_1"
export IMPL_sequential_cell_total=0
export IMPL_critical_path_endpoint_type="primary output"
export IMPL_setup_tns_final_ps=0
export IMPL_critical_path_arrival_ps=4640
export IMPL_worst_slew_pin_transition_ps=760
export IMPL_diodes=0
export IMPL_period_used=0.733
export IMPL_crit_path_start_kind="primary input"
export IMPL_netlist_cell_type_count=53
export IMPL_final_antenna_net_count=0
export IMPL_proportion_of_total_power_due_to_net_switching=0.404
export IMPL_regArea_um2=0
export IMPL_most_common_layout_cells="sky130_fd_sc_hd__clkdlybuf4s50_1, sky130_fd_sc_hd__nand2_1, sky130_fd_sc_hd__nand3_1"
export IMPL_grt_pass1_vias=2868
export IMPL_timing_fmax_ghz=0.157
export IMPL_critPathCapture="BrPC[19]"
export IMPL_yosys_cells=336
export IMPL_seq_power_share=0
export IMPL_worstSetupStartpoint="Cur_PC[4]"
export IMPL_die_x_um=113
export IMPL_min_path_type="in2out"
export IMPL_syn_mean_instance_area_um2=6.75
export IMPL_outcome="finished clean"
export IMPL_final_layout_clock_buffer_total=0
export IMPL_fin_crit_ps=6380
export IMPL_pin_count_of_the_biggest_net_entering_global_routing=52
export IMPL_number_of_endpoints_with_negative_hold_slack_in_the_final_report=0
export IMPL_final_layout_top_logic_cell="sky130_fd_sc_hd__clkdlybuf4s50_1"
export IMPL_core_area_mm2=0.00830
export IMPL_chip_area_mm2=0.0128
export IMPL_wire_length_of_the_first_global_routing_pass_um=15500
export IMPL_vias_per_cell=5.16
export IMPL_final_setup_viol_count=0
export IMPL_detail_route_wl_per_cell_um=17.4
export IMPL_log_warning_count=32
export IMPL_post_cts_setup_buffer_count=0
export IMPL_max_cap_viol_count=0
export IMPL_pre_cts_slack_ps=2330
export IMPL_p_sw_uw=80.1
export IMPL_worstPathRequired_ps=6960
export IMPL_relSlewSlack=0.491
export IMPL_power_leakage_nw=1.49
export IMPL_pwr_share_clk=0
export IMPL_synth_cells=336
export IMPL_ir_worst_vdd_mv=0.0315
export IMPL_number_of_optimization_iterations_in_the_first_detailed_route_pass=4
export IMPL_hold_fix_buffers_at_cts=0
export IMPL_cts_resized_gates=0
export IMPL_crit_path_max_fanout=13
export IMPL_drcViolationCount=0
export IMPL_grt_overflow_total=0
export IMPL_area_growth_syn_to_layout_pct=64.1
export IMPL_gp_routability_congestion=0.831
export IMPL_slew_violations=0
export IMPL_largest_area_cell="sky130_fd_sc_hd__buf_4"
export IMPL_port_buffer_count=150
export IMPL_post_route_cells_drive_above_1_share=0.0540
export IMPL_kind_of_critical_path="in2out"
export IMPL_global_route_usage_total=0.143
export IMPL_dr_total_vias=2931
export IMPL_floorplan_core_util=0.273
export IMPL_ys_seq_share=0
[worst max-delay path: stages]
cell and delay, ps:
sky130_fd_sc_hd__clkdlybuf4s50_1 500, sky130_fd_sc_hd__ha_1 430, sky130_fd_sc_hd__a21o_1 240, sky130_fd_sc_hd__a31o_2 250
sky130_fd_sc_hd__o21ai_4 360, sky130_fd_sc_hd__a21oi_1 330, sky130_fd_sc_hd__o211ai_1 270, sky130_fd_sc_hd__clkdlybuf4s50_1 500
[worst min-delay path by stage]
| stage | cells after the start | to | slack, ps |
|---|---|---|---|
| 4_1_cts | 2 | PC_Four[0] | 4320 |
| 5_1_grt | 2 | PC_Four[0] | 4350 |
| 6_report | 2 | PC_Four[0] | 4320 |
[layer usage]
metal | vias to the layer above | track usage | wire length (um) | share of wire
met4 | 0 | 0.00423 | 34 | 0.0034
met3 | 2 | 0.0315 | 749 | 0.076
li1 | 1470 | - | - | -
met5 | - | 0 | 0 | 0
met2 | 117 | 0.245 | 4620 | 0.47
met1 | 1342 | 0.188 | 4490 | 0.45
[Yosys cell counts (3+ instances only)]
master,number
sky130_fd_sc_hd__buf_4,25
sky130_fd_sc_hd__and3_1,23
sky130_fd_sc_hd__nor4_1,3
sky130_fd_sc_hd__nor2_1,13
sky130_fd_sc_hd__inv_1,3
sky130_fd_sc_hd__xnor2_1,13
sky130_fd_sc_hd__and4_1,6
sky130_fd_sc_hd__nand4_1,8
sky130_fd_sc_hd__a21oi_1,10
sky130_fd_sc_hd__and2_1,5
sky130_fd_sc_hd__clkbuf_1,13
sky130_fd_sc_hd__xor2_1,19
sky130_fd_sc_hd__o2111ai_1,5
sky130_fd_sc_hd__nand2_1,34
sky130_fd_sc_hd__nand3_1,30
sky130_fd_sc_hd__buf_2,8
sky130_fd_sc_hd__a211oi_1,7
sky130_fd_sc_hd__a21o_1,14
sky130_fd_sc_hd__nor3b_1,4
sky130_fd_sc_hd__o21a_1,3
sky130_fd_sc_hd__ha_1,10
sky130_fd_sc_hd__nor3_1,7
sky130_fd_sc_hd__a211oi_2,4
sky130_fd_sc_hd__o211ai_1,18
sky130_fd_sc_hd__o21ai_0,10
sky130_fd_sc_hd__a31oi_1,10
[power groups by stage]
stage | registers [mW] | logic, mW | clock network, mW
4_1_cts | 0 | 0.202 | 0
5_1_grt | 0 | 0.219 | 0
6_report | 0 | 0.198 | 0
[kinds of logic (layout without fill, tap and decap cells)]
| logic type | count (synthesis) | in the layout | share of synthesized area |
|---|---|---|---|
| and+or+nand+nor | 144 | 144 | 0.348 |
| muxes | 1 | 1 | 0.00442 |
| xor gates and xnor gates | 32 | 32 | 0.124 |
| adders and majority gates | 11 | 11 | 0.0640 |
| other | 1 | 22 | 0.00165 |
| AOI/OAI and AO/OA | 94 | 94 | 0.318 |
| buffers and inverters | 53 | 159 | 0.140 |
[metrics by stage]
stage               power, mW  utilization  hold WS, ps  cells  instance area [um^2]
floorplan              0.0827            -         3490    357                  2350
CTS                     0.202        0.448         4320    568                  3720
global placement        0.201        0.448         4320    568                  3720
detailed placement      0.200        0.448         4320    568                  3720
finish                  0.198        0.448         4320    568                  3720
global route            0.219        0.448         4350    568                  3720
[final cells by class]
type / instances / area, um^2
Fill cell: 843 / 4580
Inverter: 3 / 11.3
Multi-Input combinational cell: 304 / 2030
Tap cell: 105 / 131
Timing Repair Buffer: 156 / 1550
Power figures rest on the tool's default switching activity, not on a simulated workload.
