==> /design/flow/design.v <==
package Pipe_Buf_Reg_PKG;
  typedef struct packed {
    logic [8:0]  Curr_Pc;
    logic [31:0] Curr_Instr;
  } if_id_reg;
  typedef struct packed {
    logic        ALUSrc;
    logic        MemtoReg;
    logic        RegWrite;
    logic        RWSel;
    logic        MemRead;
    logic        MemWrite;
    logic [1:0]  ALUOp;
    logic        Branch;
    logic        Jalr;
    logic [8:0]  Curr_Pc;
    logic [31:0] RD_One;
    logic [31:0] RD_Two;
    logic [4:0]  RS_One;
    logic [4:0]  RS_Two;
    logic [4:0]  rd;
    logic [31:0] ImmG;
    logic [2:0]  func3;
    logic [6:0]  func7;
    logic [31:0] Curr_Instr;
  } id_ex_reg;
  typedef struct packed {
    logic        RegWrite;
    logic        RWSel;
    logic        MemtoReg;
    logic        MemRead;
    logic        MemWrite;
    logic [31:0] Pc_Imm;
    logic [31:0] Pc_Four;
    logic [31:0] Imm_Out;
    logic [31:0] Alu_Result;
    logic [31:0] RD_Two;
    logic [4:0]  rd;
    logic [2:0]  func3;
    logic [6:0]  func7;
    logic [31:0] Curr_Instr;
  } ex_mem_reg;
  typedef struct packed {
    logic        RegWrite;
    logic        RWSel;
    logic        MemtoReg;
    logic [31:0] Pc_Imm;
    logic [31:0] Pc_Four;
    logic [31:0] Imm_Out;
    logic [31:0] Alu_Result;
    logic [31:0] MemReadData;
    logic [4:0]  rd;
    logic [31:0] Curr_Instr;
  } mem_wb_reg;
endpackage
`timescale 1ns / 1ps
module alu#(
        parameter DATA_WIDTH = 32,
        parameter OPCODE_LENGTH = 4
        )
        (
        input logic [DATA_WIDTH-1:0]    SrcA,
        input logic [DATA_WIDTH-1:0]    SrcB,
        input logic [OPCODE_LENGTH-1:0]    Operation,
        output logic[DATA_WIDTH-1:0] ALUResult
        );
        always_comb
        begin
            case(Operation)
            4'b0000:         
                    ALUResult = SrcA & SrcB;
            4'b0001:         
                    ALUResult = SrcA | SrcB;
            4'b0010:         
                    ALUResult = $signed(SrcA) + $signed(SrcB);
            4'b0011:         
                    ALUResult = SrcA ^ SrcB;
            4'b0100:         
                    ALUResult = SrcA << (SrcB & 32'h1F);
            4'b0101:         
                    ALUResult = SrcA >> (SrcB & 32'h1F);
            4'b0110:         
                    ALUResult = $signed(SrcA) - $signed(SrcB);
            4'b0111:         
                    ALUResult = $signed(SrcA) >>> (SrcB & 32'h1F);
            4'b1000:         
                    ALUResult = (SrcA == SrcB) ? 1 : 0;
            4'b1001:         
                    ALUResult = (SrcA != SrcB) ? 1 : 0;
            4'b1010:         
                    ALUResult = ($signed(SrcA) >= $signed(SrcB)) ? 1 : 0;
            4'b1100:         
                    ALUResult = ($signed(SrcA) < $signed(SrcB)) ? 1 : 0;
            4'b1101:         
                    ALUResult = 1;
            default:
                    ALUResult = 0;
            endcase
        end
endmodule
==> /design/flow/run.sh <==
#!/bin/bash
# OpenROAD 26Q1-2900-gdf79404cd8, Yosys 0.63+post, stock flow scripts
make -C /OpenROAD-flow-scripts/flow DESIGN_CONFIG=/design/flow/config.mk WORK_HOME=/design/flow/orfs finish
==> /design/flow/config.mk <==
export PLATFORM = sky130hd
export DESIGN_NAME = alu
export DESIGN_NICKNAME = alu
export VERILOG_FILES = /design/flow/design.v
export SDC_FILE = /design/flow/constraint.sdc
export NUM_CORES = 4
export LEC_CHECK = 1
export CORE_UTILIZATION = 30
==> /design/flow/constraint.sdc <==
current_design alu

set clk_period 13.5
set clk_io_pct 0.2

create_clock -name clk0 -period $clk_period

set non_clock_inputs [all_inputs -no_clocks]
set_input_delay [expr $clk_period * $clk_io_pct] -clock clk0 $non_clock_inputs
set_output_delay [expr $clk_period * $clk_io_pct] -clock clk0 [all_outputs]
==> reports/summary.txt <==
horizontal die dimension - 172 um
synthesized instance count - 1,284
count of nets left with antenna violations after detail routing - 0
class of the worst hold path - in2out
area used by sequential logic in the layout - 0 um^2
max-slew violations - 0
number of I/O port buffers - 100
syn_area_per_cell - 6.74 um^2
number of endpoints with negative hold slack in the final report - 0
number of warnings reported in the yosys synthesis log - 1
non-filler instance count after layout - 1,681
cell resize tally after clock tree synthesis - 0
logic area - 7790 um^2
most frequent cell after synthesis - nor2_1
post-detailed-placement half-perimeter wirelength - 32.6 mm
seq_cells - 0
Routed wire per std cell - 24.9 um
type of the worst setup path - in2out
maximum frequency from static timing analysis - 99.1 MHz
Core ar. - 28,100 um^2
Pleak - 4.04 nW
Sum Neg Setup Slack - 0 ps
status - completed
floorplan utilization - 30.8%
antenna violations before repair - 1
post-synthesis sequential area ratio - 0%
last weighted congestion value of the routability-driven placer - 1.05
Site Rows - 61
area of the mapped netlist - 8660 um^2
element type at the critical path end - primary output
Max VDD drop - 13.6 uV
Synth area leader - ha_1
Period Utilization, post-route - 74.8%
die extent in y - 172 um
number of DRC violations after detailed-routing iteration 0 - 1,431
min cycle time layout - 10,090 ps
Hold-fix buffers, CTS - 0
pin count of the biggest net entering global routing - 71
kind of launch point of the worst setup path - input pin
comb area leader - AND-OR/OR-AND gates
worst-margin pin slew - 840 ps
count of distinct cell types in the synthesized netlist - 80
top cell types by occurrence after synthesis - nor2_1 (135), a21oi_1 (117), nand2_1 (116)
DRC violation count after routing - 0
layout cells sized above 1 - 8.22%
area reported by Yosys stat - 8660 um^2
number of iterations in the first detailed-routing pass - 5
wire length reported by the detailed router - 41.8 mm
Syn-to-layout area delta - 13.2%
setup repair bufs after CTS - 0
vias in the first global route - 9,832
worst relative slew slack - 43.9%
area fraction in full adders, half adders and majority gates - 14.8%
area fraction in compound gates after synthesis - 38.6%
global route total overflow - 0
required time of the critical path - 10,800 ps
first-pass GRT wire length - 62.2 mm
Synth Area in XOR/XNOR - 0.405%
area share of and/or/nand/nor cells after synthesis - 19.5%
cells in synth_stat.txt - 1,284
area share, top type - 14.3%
critical path fanouts, max - 37
count of fill cells added during filler insertion - 3,074
Via Count - 10,600
cell count after placement - 1,680
mux cell area share after synthesis - 16.5%
number of max-capacitance violations reported - 0
via count normalized by instance count - 6.29
number of logged tool warnings - 99
Layout clock buffers - 0
arrival time of data at the critical path endpoint - 7390 ps
Cell area leaders - ha_1 (14%), mux4_2 (7.5%), mux2i_1 (7.3%)
Top-Level Pins - 100
RSZ-0062 raised after global routing - false
pwr dens - 43.0 nW/um^2
total die size - 29,500 um^2
gr usage total - 28.8%
Setup Viol. Count Final - 0
cells by family (layout without fill, tap and decap cells):
| family | after synthesis | in the layout |
|---|---|---|
| AOI/OAI and AO/OA | 496 | 496 |
| xor gates and xnor gates | 4 | 4 |
| muxes | 105 | 105 |
| other | 0 | 1 |
| adders and majority gates | 101 | 101 |
| buffers and inverters | 206 | 224 |
| and+or+nand+nor | 372 | 372 |
layout make-up:
class	instances	share of cell area, %
antenna	1	0.0255
inverter	101	3.87
multi-input combinational	1078	79.5
tap	378	4.82
timing repair buffer	123	11.8
per-stage QoR:
stage / utilization [%] / power, mW / area (um^2) / hold WS (ps) / worst slack, ps
after global routing: 34.9 / 0.454 / 9800 / 6710 / 3070
after floorplan: - / 0.253 / 8660 / 5570 / 4850
after global placement: 34.9 / 0.411 / 9800 / 6640 / 3560
after detailed placement: 34.9 / 0.409 / 9800 / 6640 / 3520
after CTS: 34.9 / 0.412 / 9800 / 6660 / 3510
final: 34.9 / 0.421 / 9800 / 6650 / 3410
routing by layer:
layer / vias to the layer above / GRT usage (%) / part of all wire, %
met5: - / 0 / 0
met4: 0 / 7.89 / 3.2
met3: 68 / 5.85 / 10
met2: 629 / 42.7 / 43
met1: 5027 / 42.3 / 44
li1: 4854 / - / -
worst max-delay path, stage by stage:
cell and delay (ps):
clkdlybuf4s50_1 450, buf_4 380, inv_1 480, ha_1 590
and2_1 220, a211oi_2 100, o21ai_2 240, nand2_1 130
nor4_1 670, o221ai_2 260, o41ai_2 370, a221o_1 200
a21o_1 120, clkdlybuf4s50_1 450
placed cells by master (no fill, tap or decap), drive strengths merged, types with 22 or more instances in the layout:
cell / instances
nor2: 136
o21ai: 125
a21oi: 117
nand2: 116
inv: 100
ha: 99
clkdlybuf4s50: 96
mux2i: 63
a221oi: 34
mux4: 29
nor3: 27
buf: 27
o211ai: 24
o221ai: 22
path summary, 6_finish.rpt:
kind	startpoint	to	slack, ps	cells past startpoint
worst min-delay path	SrcB[7]	ALUResult[7]	6650	5
worst max-delay path	SrcB[4]	ALUResult[30]	3410	14
where the power goes:
part / switching (mW) / internal (mW) / total, mW
clock network: 0 / 0.000000000585 / 0.000000000592
registers: 0 / 0 / 0
logic: 0.258 / 0.164 / 0.421
Power and IR drop assume default switching activity.
