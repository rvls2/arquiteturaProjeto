**design/flow/constraint.sdc**
```tcl
current_design RegFile

set clk_period 11.7
set clk_io_pct 0.2

create_clock -name clk0 -period $clk_period [get_ports {clk}]

set non_clock_inputs [all_inputs -no_clocks]
set_input_delay [expr $clk_period * $clk_io_pct] -clock clk0 $non_clock_inputs
set_output_delay [expr $clk_period * $clk_io_pct] -clock clk0 [all_outputs]
```
**design/flow/config.mk**
```make
export PLATFORM = sky130hd
export DESIGN_NAME = RegFile
export DESIGN_NICKNAME = RegFile
export VERILOG_FILES = /design/flow/design.v
export SDC_FILE = /design/flow/constraint.sdc
export NUM_CORES = 4
export LEC_CHECK = 1
export CORE_UTILIZATION = 40
```
**design/flow/design.v**
```verilog
package Pipe_Buf_Reg_PKG;
  typedef struct packed {
    logic [8:0]  Curr_Pc;
    logic [31:0] Curr_Instr;
  } if_id_reg;
  typedef struct packed {
    logic        ALUSrc;
    logic        MemtoReg;
    logic        RegWrite;
    logic        RWSel;
    logic        MemRead;
    logic        MemWrite;
    logic [1:0]  ALUOp;
    logic        Branch;
    logic        Jalr;
    logic [8:0]  Curr_Pc;
    logic [31:0] RD_One;
    logic [31:0] RD_Two;
    logic [4:0]  RS_One;
    logic [4:0]  RS_Two;
    logic [4:0]  rd;
    logic [31:0] ImmG;
    logic [2:0]  func3;
    logic [6:0]  func7;
    logic [31:0] Curr_Instr;
  } id_ex_reg;
  typedef struct packed {
    logic        RegWrite;
    logic        RWSel;
    logic        MemtoReg;
    logic        MemRead;
    logic        MemWrite;
    logic [31:0] Pc_Imm;
    logic [31:0] Pc_Four;
    logic [31:0] Imm_Out;
    logic [31:0] Alu_Result;
    logic [31:0] RD_Two;
    logic [4:0]  rd;
    logic [2:0]  func3;
    logic [6:0]  func7;
    logic [31:0] Curr_Instr;
  } ex_mem_reg;
  typedef struct packed {
    logic        RegWrite;
    logic        RWSel;
    logic        MemtoReg;
    logic [31:0] Pc_Imm;
    logic [31:0] Pc_Four;
    logic [31:0] Imm_Out;
    logic [31:0] Alu_Result;
    logic [31:0] MemReadData;
    logic [4:0]  rd;
    logic [31:0] Curr_Instr;
  } mem_wb_reg;
endpackage
`timescale 1ns / 1ps
module RegFile #(
    parameter DATA_WIDTH = 32,   
    parameter ADDRESS_WIDTH = 5,   
    parameter NUM_REGS = 32
) (
    input clk,   
    input rst,   
    input rg_wrt_en,   
    input  [ADDRESS_WIDTH-1:0] rg_wrt_dest,  
    input [ADDRESS_WIDTH-1:0] rg_rd_addr1,   
    input [ADDRESS_WIDTH-1:0] rg_rd_addr2,   
    input  [DATA_WIDTH-1:0] rg_wrt_data,  
    output logic [DATA_WIDTH-1:0] rg_rd_data1,   
    output logic [DATA_WIDTH-1:0] rg_rd_data2    
);
  integer i;
  logic [DATA_WIDTH-1:0] register_file[NUM_REGS-1:0];
  always @(negedge clk) begin
    if (rst == 1'b1) for (i = 0; i < NUM_REGS; i = i + 1) register_file[i] <= 0;
    else if (rst == 1'b0 && rg_wrt_en == 1'b1) begin
      register_file[rg_wrt_dest] <= rg_wrt_data;
    end
  end
  assign rg_rd_data1 = register_file[rg_rd_addr1];
  assign rg_rd_data2 = register_file[rg_rd_addr2];
endmodule
```
**design/flow/run.sh**
```bash
#!/bin/bash
# OpenROAD 26Q1-2900-gdf79404cd8, Yosys 0.63+post, stock flow scripts
make -C /OpenROAD-flow-scripts/flow DESIGN_CONFIG=/design/flow/config.mk WORK_HOME=/design/flow/orfs finish
```
==> impl_metrics.ini <==
; synthesis and place-and-route metrics
[run_status]
outcome = completed

[synthesis]
ys_cells = 4641
ys_seq_share = 0.5472
synthesis.area_um2 = 56200
edf_count = 1024
syn_avg_cell_area_um2 = 12.11
ys_chip_area_um2 = 56200
flop_cell = edfxtp_1
ys_warn_count = 1
synth.distinct_cells = 31
async_reset_ff_frac = 0
netlist_instances = 4641
ys.flops = 1024

[die]
core_um2 = 139500
dieArea_um2 = 142000
fp.dieH_um = 376.8
ios = 114
rows = 137
fp_util = 0.4028
die_width_um = 376.8

[pwr]
power_density_nw_per_um2 = 158.7
power_leakage_nw = 30.07
vdd_drop_max_mv = 0.1270

[global_route]
track_usage = 0.2932
grt_max_degree = 95
use_met3 = 0.1935
grt-ovfl-total = 0
antenna_found_initial = 12
gr-usage-met1 = 0.3453
grt_pass1_wl_um = 279500
globalRoute.busiestLayer = met2
grt_pass1_vias = 44340
met2_usage = 0.4174

[worst_setup_path]
cp-end-kind = primary output
path_max_fanout = 2
worstSetupPathType = flip-flop to primary output
crit_path_start_kind = flip-flop
critPathRequiredTime_ps = 9360
arrival_ps = 8650

[placed_design]
place_ws_ps = 664.7
port_buffers = 113
dp_hpwl_um = 110900
finalWeightedCongestion = 0.9273
dp_cells = 6362

[clocking]
clk_path_buf_depth = 3
cts_setup_buffers = 0
cts_buffers = 118
htreeDepth = 3
cts_resized = 0
clkSlewWorstSetupHoldPaths_ps = 30
cts-root-buf = clkbuf_16
cts-hold-fix-buffers = 0
cts_tree = yes
cts.sinks = 1024

[cells_and_area]
drive_above_1_share = 0.07758
syn_to_final_growth_pct = 19.72
largestRegisters = register_file x1024
regMostFlops = register_file
largest_reg_flops = 1024
layout.cells.non_filler = 7604

[routing]
ant_nets = 0
vias = 41620
drc = 0
drtIter0Drc = 2610
wirelength_um = 195100
vias_per_cell = 5.474
drtPass1Iterations = 6
wire_per_inst_um = 25.66

[worst_hold_path]
hold_depth = 6
hp-class = input port to primary output

[timing]
tns_ps = 0
report.final.slew_viol_count = 0
layout_setup_ws_ps = 710.6
slew_headroom = 0.4671
setup_viol = 0
tightest_slew_ps = 799.3
rsz0062_at_grt = false
hold_violations = 0

[flow_run]
maxCapViolations = 0
openroad.warnings = 1027
area by class of cell:
class	instances	area, µm²
diodes	5	12.51
clock buffers	119	2978
clock inverters	1119	4918
fillers	12260	72250
multi-input cells	3168	23430
flip-flops and latches	1024	30750
well taps	1876	2347
repair buffers	293	2843
critical path, cell delays in order, from the launching register on:
cell             delay [ps]
edfxtp_1                380
mux2i_1                 160
a22o_1                  180
nor3_1                   80
a31oi_1                 430
nand3_1                 340
clkdlybuf4s50_1         500
placed cells by master (no fill, tap or decap), types with 128 or more instances in the layout:
cell type,count
edfxtp_1,1024
buf_4,152
nand2_1,194
nand3_1,193
a22oi_1,192
inv_1,1061
a22o_1,128
a21oi_1,192
mux2i_1,1024
and2_1,1024
Yosys cell counts (13+ instances only):
master / n / area, µm²
a21oi_1: 192 / 960.9
a22o_1: 128 / 1121
a22oi_1: 192 / 1441
a31oi_1: 64 / 400.4
and2_1: 1026 / 6419
buf_1: 25 / 93.84
buf_2: 53 / 265.3
buf_4: 83 / 623.1
buf_6: 18 / 202.7
clkbuf_1: 247 / 927.1
clkbuf_2: 21 / 105.1
edfxtp_1: 1024 / 30750
mux2i_1: 1024 / 10250
nand2_1: 196 / 735.7
nand3_1: 193 / 965.9
nor2_1: 15 / 56.30
nor2_2: 13 / 81.33
nor3_1: 64 / 320.3
or2_2: 34 / 212.7
metal layers:
metal / vias up / part of all wire / routed length (µm)
li1: 18990 / - / -
met3: 436 / 0.14 / 26560
met1: 20070 / 0.37 / 71210
met2: 2102 / 0.45 / 88650
met4: 24 / 0.041 / 8063
met5: - / 0.0031 / 611
logic make-up (layout without fill, tap and decap cells):
logic type             count (synthesis)  in the layout  share of synthesized area
other                                  0              5                          0
buffers and inverters                449           1531                    0.03965
flip-flops                          1024           1024                     0.5472
multiplexers                        1024           1024                     0.1824
AND/OR/NAND/NOR                     1568           1568                     0.1610
AND-OR/OR-AND                        576            576                    0.06982
report_power, final:
group	switching [W]	leakage [nW]	internal [W]
logic	0.000676	12.8	0.000399
registers	0.0000997	9.74	0.00427
clock network	0.00243	7.50	0.00281
per-stage QoR:
step	power, W	utilization	hold WS (ps)	cell area, µm²
floorplan	0.005514	-	4941	56200
global placement	0.005978	0.4255	5957	59370
detailed placement	0.005990	0.4255	5947	59370
CTS	0.01083	0.4821	5955	67270
global route	0.01133	0.4821	5982	67270
finish	0.01068	0.4822	5886	67280
final timing paths:
kind,start,endpoint,slack [ps]
max,register_file[7][5]$_SDFFCE_NN0P_,rg_rd_data2[5],710
min,rg_rd_addr2[1],rg_rd_data2[17],5890
Power figures rest on the tool's default switching activity, not on a simulated workload.
